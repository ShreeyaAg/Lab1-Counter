==> ./design.v <==
module counter #(
    parameter WIDTH = 8
)(
    input logic              clk,  
    input logic              rst,  
    input logic             en,  
    output logic [WIDTH-1:0] count  
);
always_ff @(posedge clk, posedge rst)
    if (rst) count <={WIDTH{1'b0}};
    else     count <=count + {{WIDTH-1{1'b0}}, en};
endmodule
module bin2bcd (
	input  logic [7:0]   x,			 
	output reg [11:0]  BCD      
);	
   reg  [19:0] result;   
   integer i;
   always_comb
   begin
      result[19:0] = 0;
      result[7:0] = x;      
      for (i=0; i<8; i=i+1) begin
         if (result[11:8] >= 5)
            result[11:8] = result[11:8] + 4'd3;
         if (result[15:12] >= 5)
            result[15:12] = result[15:12] + 4'd3;
         result = result << 1;
      end
      BCD = result[19:8];
   end
endmodule
module top #(
  parameter WIDTH = 8,
  parameter DIGITS = 3  
)(
  input  wire             clk,       
  input  wire             rst,       
  input  wire             en,        
  input  wire [WIDTH-1:0] v,         
  output wire [11:0]      bcd        
);
  logic  [WIDTH-1:0]       count;     
counter myCounter (
  .clk (clk),
  .rst (rst),
  .en (en),
  .count (count)
);
bin2bcd myDecoder (
  .x (count),
  .BCD (bcd)
);
endmodule
==> ./run.sh <==
#!/bin/bash
# OpenROAD 26Q1-2900-gdf79404cd8, Yosys 0.63+post, stock flow scripts
make -C /OpenROAD-flow-scripts/flow DESIGN_CONFIG=/design/flow/config.mk WORK_HOME=/design/flow/orfs finish
==> ./config.mk <==
export PLATFORM = sky130hd
export DESIGN_NAME = top
export DESIGN_NICKNAME = top
export VERILOG_FILES = /design/flow/design.v
export SDC_FILE = /design/flow/constraint.sdc
export NUM_CORES = 4
export LEC_CHECK = 1
export CORE_AREA = 10 10 92 92
export DIE_AREA = 0 0 102 102
==> ./constraint.sdc <==
current_design top

set clk_period 4.3
set clk_io_pct 0.2

create_clock -name clk0 -period $clk_period [get_ports {clk}]

set non_clock_inputs [all_inputs -no_clocks]
set_input_delay [expr $clk_period * $clk_io_pct] -clock clk0 $non_clock_inputs
set_output_delay [expr $clk_period * $clk_io_pct] -clock clk0 [all_outputs]
==> COMMIT_EDITMSG <==
Refresh implementation metrics

- Launching instance or port of the critical path: myCounter.count[5]
- Part of the cycle the worst path needs: 1.169
- Max Root-Sink Buffers: 2
- The registers of the reported paths see a clock transition of roughly 0.04 ns.
- The launch point of the worst register-to-register path is recorded as myCounter.count[1].
* Timing endpoint of the critical path: bcd[5]
* Area of the mapped netlist: around 0.0013 mm2
* Routed len/inst: ~12 um
- R2r endpoint: myCounter.count[6]
- The tree built by TritonCTS fans out to 8 sinks.
- Dominant register cell in the synthesized netlist: sky130_fd_sc_hd__dfrtp_1
- Final-layout setup total negative slack: -5.604 ns
- Antenna violations before repair: 0
- Path category of the worst min-delay check: reg2reg
* Cell taking the most area after synthesis: sky130_fd_sc_hd__dfrtp_1
- Detailed-route via count: 1515
- Biggest register: myCounter.count
- The area fraction of the largest cell type after synthesis is 0.1500.
- In this run the remaining antenna-violating nets after routing total 0.
* Outcome: finished with violations
- Number of enable flip-flop cells: 0
- Residual overflow from global routing: 0
- CTS tree: built
- For reference, the final report shows the max-slew violation count at 0.
- In the final run the clock tree shows a worst skew of about 0.0063 ns.
* Chip area estimate from yosys synthesis: 0.001335 mm2
- Fin util: 0.3687
- Inserted Clock Buffers: 3
* Flip-flop count of the largest register after layout: 8
- Failing checks: setup timing
- The multi-input combinational cells in the finished layout cover a total of between 0.001 and 0.0015 mm2.
* Maximum net fanout on the critical path: 4
* Std-Cell Core Area: 0.006459 mm2
* Via-per-instance ratio: approximately 4.7
* Largest registers: myCounter.count: 8 flops
- Data required time at the worst endpoint: 3.44 ns
- Synthesis handed over a netlist of 165 instances.
* Global-route total usage across every layer: 0.06914
- Synth warn: 2
* Total wire length: ~3700 um
- Per the CTS log, the root buffer master is sky130_fd_sc_hd__clkbuf_8.
* Highest attainable clock frequency: 0.1989 GHz
- PortBufs: 12
* Number of distinct library cell variants in the gate-level netlist after synthesis: about 60
* Initial standard-cell utilization of the core: 0.2067
- Number of rows in the core area: 29
- Critical-path cell list: inv_4 > ha_4 > inv_2 > ha_4 > a21oi_4 > xnor2_2 > ha_2 > and2b_2 > or4_4 > o2111ai_4 > ha_2 > nand2b_4 > nand2_4 > nor3_4 > nor2_4 > nand2_2 > ha_4 > a21oi_2 > or3_4 > buf_6 > a21o_1 > a31oi_1 > buf_2
- In this run the maximum-capacitance check reported violations numbering 0.
- The detailed router finished its first iteration with around 77 violations.
- Logic depth along the worst register-to-register path is recorded as 4.
- Post-synth regs: 8
* Share of post-route cells with drive strength above 1: 0.5909
* Post-route design area: about 0.0024 mm2
- Per the detail_route report, DRC violations left total 0.
- Top-level port count: 23
- Biggest cell delay along the critical path: 0.43 ns
- Arr. time, crit path: about 4.2 ns
- Worst slew slack as a fraction of its limit: 0.6252
* Dominant cell type by count on the critical path: sky130_fd_sc_hd__ha_4
- Proportion of register bits with asynchronous set or reset after synthesis: 1.000
* Worst Setup Slack, final: -0.7269 ns
* Slowest cell on crit path: sky130_fd_sc_hd__dfrtp_2
- Placer's final routability congestion estimate: a little under 0.9
* Clock latency on the worst-skew pair: 0.23 ns
* Count of final setup violators: 9
- Reg2reg setup slack: around 2.9 ns
- Unrepaired setup endpoints after global routing: yes
- Fill cells in the final layout number 606.
* Via count of the first global-routing pass: 1446
* Largest cells by area after synthesis: sky130_fd_sc_hd__dfrtp_1 (15%), sky130_fd_sc_hd__ha_1 (11%), sky130_fd_sc_hd__xnor2_1 (5.2%)
- STA classifies the critical path endpoint as an output port.
- For the finished layout, the period the worst path requires is 5.027 ns.
- The chip occupies about 0.010 mm2.
* Avg Cell Area, Syn: between 8 and 9 um2
- First-pass GRT wire length: about 6300 um
- Post-DP Area: 0.001907 mm2
- Fin. Hold Viols: 0
- CP Launch Type: register
* Area taken by flip-flops and latches: approximately 200 um2
* HPWL after detailed placement: between 2000 and 3000 um
* Maximum number of pins on one net before global-route repair: 16
* Area growth from synthesis to layout: 78.35%
* Total of hold buffers inserted after clock tree synthesis: 0
* Sequential fraction of the synthesis area: 0.1500
- Post-synthesis cell count from yosys: 165
* Tool warnings: around 40
- Type of the worst setup path: reg2out
* Width of the die: 102 um
* # H-tree levels: 1
- Worst-Margin Slew: between 0.5 and 0.6 ns
- Die outline height: between 100 and 150 um
- Antenna cells: 0
* DRT Pass-1 Iters: 4
metal layers:
layer,part of all wire,wire length [um],global-route usage,vias to the layer above
met4,0.011,42,0.01518,0
li1,-,-,-,772
met5,0,0,0,-
met1,0.48,1750,0.09113,714
met2,0.49,1802,0.1195,25
met3,0.024,88,0.006817,4
cell type report:
class                           count  area share
Clock buffer                        4     0.01892
Tap cell                           77     0.04046
Sequential cell                     8     0.08460
Multi-Input combinational cell    137      0.5623
Inverter                           11     0.01839
Timing Repair Buffer               82      0.2754
cells in the mapped netlist, drive strengths merged (5+ instances only):
cell and count:
buf 8, nand4 5, ha 12, nor2 14, inv 11, o21ai 7, nand3 7, a21oi 11
nand2 9, dfrtp 8, xnor2 10, a31oi 5
logic make-up (layout without fill, tap and decap cells):
group                    after synthesis  after routing  synth area share
multiplexers                           4              4           0.02999
adder cells (fa/ha/maj)               12             12            0.1125
AND-OR/OR-AND                         52             52            0.2971
other                                  1              2          0.002809
flip-flops                             8              8            0.1500
AND/OR/NAND/NOR                       56             56            0.2437
XOR/XNOR                              11             11           0.08341
buffers and inverters                 21             97           0.08060
critical path: cells and delay by family, from the launching register on:
family	cells	cell delay [ns]
and+or+nand+nor	8	1.55
adders and majority gates	5	0.84
AOI/OAI and AO/OA	5	0.59
DFF	1	0.43
buffers and inverters	4	0.35
xor gates and xnor gates	1	0.16
repair_timing:
item                       CTS  global route
buffers inserted            22             6
gates resized               54            33
pin swaps                   33            22
setup endpoints to repair    9             9
how the worst min path moves through the flow:
| stage | startpoint | to | slack, ns | depth (start not counted) |
|---|---|---|---|---|
| finish | myCounter.count[0] | myCounter.count[0] | 0.49 | 1 |
| global route | myCounter.count[0] | myCounter.count[0] | 0.52 | 1 |
| CTS | myCounter.count[0] | myCounter.count[0] | 0.50 | 1 |
per-stage QoR:
stage	cells	hold WS [ns]	setup slack, ns
detailed placement	289	0.4939	-0.8284
finish	319	0.4909	-0.7269
CTS	314	0.5018	-0.9206
global placement	289	0.4773	-0.7672
floorplan	166	0.4672	-0.2723
global route	319	0.5201	-0.9567
cells in the final DEF, fill, tap and decap left out, drive strengths merged, types with 2 or more instances in the layout:
| cell | synthesis | layout |
|---|---|---|
| buf | 8 | 79 |
| nor2 | 14 | 14 |
| ha | 12 | 12 |
| inv | 11 | 11 |
| a21oi | 11 | 11 |
| xnor2 | 10 | 10 |
| nand2 | 9 | 9 |
| dfrtp | 8 | 8 |
| nand3 | 7 | 7 |
| o21ai | 7 | 7 |
| nand4 | 5 | 5 |
| a31oi | 5 | 5 |
| mux2i | 4 | 4 |
| clkbuf | 2 | 4 |
| and3 | 4 | 4 |
| o22ai | 4 | 4 |
| clkdlybuf4s50 | 0 | 3 |
| a21o | 3 | 3 |
| or3 | 3 | 3 |
| nor3 | 3 | 3 |
| o32a | 2 | 2 |
| o211ai | 2 | 2 |
| conb | 1 | 2 |
| a211oi | 2 | 2 |
| o21ba | 2 | 2 |
| nand2b | 2 | 2 |
| and2 | 2 | 2 |
